==> /design/flow/design.v <==
module ice40_resetn(
                    input  clk, 
                    output resetn
                    );
   reg [7:0]               reset_cnt;
   initial 
     begin 
        reset_cnt = 0;
     end
   assign resetn = &reset_cnt;
   always @(posedge clk) begin
      reset_cnt <= reset_cnt + !resetn;
   end
endmodule
==> /design/flow/run.sh <==
#!/bin/bash
# OpenROAD 26Q1-2900-gdf79404cd8, Yosys 0.63+post, stock flow scripts
make -C /OpenROAD-flow-scripts/flow DESIGN_CONFIG=/design/flow/config.mk WORK_HOME=/design/flow/orfs finish
==> /design/flow/config.mk <==
export PLATFORM = sky130hd
export DESIGN_NAME = ice40_resetn
export DESIGN_NICKNAME = ice40_resetn
export VERILOG_FILES = /design/flow/design.v
export SDC_FILE = /design/flow/constraint.sdc
export NUM_CORES = 4
export LEC_CHECK = 1
export CORE_AREA = 10 10 70 70
export DIE_AREA = 0 0 80 80
==> /design/flow/constraint.sdc <==
current_design ice40_resetn

set clk_period 2.1
set clk_io_pct 0.2

create_clock -name clk0 -period $clk_period [get_ports {clk}]

set non_clock_inputs [all_inputs -no_clocks]
set_input_delay [expr $clk_period * $clk_io_pct] -clock clk0 $non_clock_inputs
set_output_delay [expr $clk_period * $clk_io_pct] -clock clk0 [all_outputs]
==> results_slide.txt <==
Synthesis and Place & Route Summary

Run
  – Tally of OpenROAD warnings: 25
  – Maxcap violations: 0

Floorplan
  – CORE AREA: 3416 um^2
  – Fp util: 8.901%
  – Row count: 21
  – Die Area: 6400 um^2
  – Number of top-level pins: 2
  – Chip height: 80 um
  – DIE WIDTH: 80 um

Clock network
  – Clock buffer depth: 2
  – Post-CTS Hold Buffers: 0
  – Post-CTS Setup Inserts: 0
  – # clock sinks: 8
  – Clk latency late pin: 0.25 ns
  – Root Driver: clkbuf_4
  – TritonCTS clock tree: done
  – Clock transition at path regs: 0.05 ns
  – H-Tree Depth: 1
  – Num CTS Buffers: 3
  – Post_cts resized: 0

Yosys
  – Netlist cell types: 12
  – Synth Seq Share: 52.67%
  – Post-Synthesis Cells: 28
  – Yosys warning count: 1
  – Post-Syn Area: 304.0 um^2
  – Synthesized area per cell: 10.86 um^2
  – Chip Area, Yosys: 304.0 um^2
  – Ys flops: 8
  – Yosys Instances: 28

Setup path
  – Worst path slowest cell: clkdlybuf4s50_1
  – Top delay family on crit path: buffers and inverters
  – CP Launch Type: flip-flop
  – CP Capture Type: output port
  – Worst-path fanout max: 4
  – Setup Crit Path Kind: reg -> out
  – Sequence of cells on the critical path: nand3_2, or3_4, inv_2, clkdlybuf4s50_1
  – WP buf/inv: 2
  – Worst Path Required: 1.68 ns
  – Arr. time, crit path: 1.61 ns
  – Worst path max stage delay: 0.45 ns

Routing
  – Antenna Violating Nets Remaining: 0
  – Antenna cell count: 0
  – Drt wl/cell: 5.692 um
  – DRT iter0 DRCs: 5
  – Remaining DRCs: 0
  – Overall routed net length: 444 um
  – First-pass detailed-route iteration total: 2
  – DR vias: 194
  – Vias per cell: 2.487

Layout
  – Max FFs per register: 8
  – Finished Layout Cells: 78
  – Layout cells sized above 1: 31.25%
  – Syn-to-layout area delta: 31.28%
  – Largest registers: reset_cnt: 8 flops
  – Fillcell total: 399
  – Top reg by flops: reset_cnt
  – Top cells excl fill/tap: xor2_1 (4), dfxtp_1 (4), dfxtp_2 (4)

Placement
  – Post-placement cell count: 75
  – Pre-CTS worst setup slack: 0.2755 ns
  – Final GP Congestion: 0.7616
  – IO Port Bufs: 1

Timing
  – RSZ-0062 raised after global routing: false
  – Endpoints failing hold: 0
  – Clock Skew: 0.001767 ns
  – # setup viols final: 0
  – Min Hold Slack: 0.4575 ns
  – Final Max Slew Viols: 0
  – F_max: 493.6 MHz
  – Post-route setup slack: 0.07414 ns
  – Fin crit period: 2.026 ns
  – Tcrit/Tclk final: 96.47%
  – Setup TNS: 0 ns
  – Slew headroom: 85.62%
  – Worst slew pin tran: 0.2141 ns

Global route
  – Pin count of the biggest net entering global routing: 6
  – Total GRT Usage: 1.650%
  – Grt ovf: 0
  – Vias in the first global route: 212
  – Initial antenna violation count: 0
  – Global-route wire length before repair: 876 um

Pwr
  – Leakage power total: 0.1588 nW
  – Maximum VDD drop: 0.2243 mV
  – Pwr Density: 662.1 nW/um^2
  – Final Power: 0.2643 mW

Hold path
  – Worst Hold Class: reg -> reg

Status
  – Status: finished clean
-- path summary, 6_finish.rpt --
kind	from	endpoint	slack, ns	depth (start not counted)
min reg2reg	reset_cnt[5]	reset_cnt[5]	0.46	1
max	reset_cnt[4]	resetn	0.07	4
min	reset_cnt[5]	reset_cnt[5]	0.46	1
max reg2reg	reset_cnt[4]	reset_cnt[6]	0.35	7
-- layout make-up --
cell class	instances	area [um^2]	share of cell area, %
Sequential cell	8	165.2	41.38
Multi-Input combinational cell	19	140.1	35.11
Tap cell	46	57.56	14.42
Clock buffer	3	22.52	5.643
Timing Repair Buffer	1	10.01	2.508
Inverter	1	3.754	0.9404
-- routing by layer --
layer	wire length, um	global-route usage (%)
met5	0	0
met4	8	0.8803
met3	28	1.364
met2	178	1.766
met1	227	2.149
-- stage by stage --
step | cell area (um^2) | utilization, %
final | 399.1 | 11.68
after global routing | 399.1 | 11.68
after CTS | 394.1 | 11.54
after detailed placement | 371.6 | 10.88
after global placement | 371.6 | 10.88
after floorplan | 304.0 | -
-- power by group --
group / internal (mW) / leakage [nW] / total, mW / switching (mW)
clock: 0.0651 / 0.0138 / 0.112 / 0.0472
sequential: 0.152 / 0.0665 / 0.152 / 0
combinational: 0 / 0.0785 / 0.0000000785 / 0
-- synthesized netlist by cell type, drive strengths merged --
cell	number	area share, %
or3	1	3.7
nor2	1	1.2
xor2	4	12
nand2	3	3.7
inv	1	1.2
nor3	1	1.6
nand3	4	8.2
and3	1	2.1
dfxtp	8	53
ha	2	8.2
xnor2	2	5.8
-- logic make-up (layout without fill, tap and decap cells) --
logic type / after synthesis / after routing / share of synthesized area (%)
and+or+nand+nor: 11 / 11 / 20.57
buffers and inverters: 1 / 5 / 1.233
xor gates and xnor gates: 6 / 6 / 17.28
adders and majority gates: 2 / 2 / 8.229
DFF: 8 / 8 / 52.67
Power and IR drop assume default switching activity.
