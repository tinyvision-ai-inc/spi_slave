File: config.mk
export PLATFORM = sky130hd
export DESIGN_NAME = wb_spi_slave
export DESIGN_NICKNAME = wb_spi_slave
export VERILOG_FILES = /design/flow/design.v
export SDC_FILE = /design/flow/constraint.sdc
export NUM_CORES = 4
export LEC_CHECK = 1
export CORE_UTILIZATION = 50
File: constraint.sdc
current_design wb_spi_slave

set clk_period 4.1
set clk_io_pct 0.2

create_clock -name clk0 -period $clk_period [get_ports {clk}]
create_clock -name clk1 -period $clk_period [get_ports {sck}]

set non_clock_inputs [all_inputs -no_clocks]
set_input_delay [expr $clk_period * $clk_io_pct] -clock clk0 $non_clock_inputs
set_output_delay [expr $clk_period * $clk_io_pct] -clock clk0 [all_outputs]
File: design.v
`default_nettype none
module spi_shifter (
        input wire ssn,
        input wire sck,
        input wire mosi,
        output logic miso,
        input wire clk,
        input wire rst,
        output logic [7:0] rx_dat,
        output logic rx_vld,
        input wire tx_vld,
        output wire tx_rdy,
        input wire [7:0] tx_dat,
        output logic start,
        output logic tx_byte_done,
        output logic tx_overrun,  
        output logic busy
        );
    logic [2:0] tx_bit_cnt;
    logic [7:0] tx_buf[1:0];
    logic tx_buf_sel;
    logic [1:0] tx_demet;
    logic tx_ack;
    logic tx_pend;
    logic [7:0] tx_pend_dat;
    always @(negedge sck or posedge ssn) begin
        if (ssn) begin
            tx_buf_sel <= '0;
            tx_bit_cnt <= '0;
            tx_buf[0] <= '0; tx_buf[1] <= '0;
            tx_demet <= '0;
            tx_ack <= '0;
        end else begin
            if (tx_pend) begin
                tx_buf[~tx_buf_sel] <= tx_pend_dat;
                tx_ack <= '1;
            end else if (tx_bit_cnt =='d7)
                tx_ack <= '0;
            tx_bit_cnt <= tx_bit_cnt + 'd1;
            if (tx_bit_cnt == 'd7)
                tx_buf_sel <= ~tx_buf_sel;
            tx_buf[tx_buf_sel] <= {tx_buf[tx_buf_sel][6:0], 1'b0};
        end
    end
    assign tx_rdy = ~tx_pend;
    assign miso = tx_buf[tx_buf_sel][7];
    logic [7:0] tx_buf0, tx_buf1;
    assign tx_buf0 = tx_buf[0];
    assign tx_buf1 = tx_buf[1];
    logic [2:0] rx_bit_cnt;
    logic [7:0] rx_buf[1:0];
    logic rx_buf_sel;
    always @(posedge sck or posedge ssn) begin
        if (ssn) begin
            rx_buf[0] <= '0; rx_buf[1] <= '0;
            rx_buf_sel <= '0;
            rx_bit_cnt <= '0;
        end else begin
            rx_bit_cnt <= rx_bit_cnt + 'd1;
            if (rx_bit_cnt == 'd7)
                rx_buf_sel <= ~rx_buf_sel;
            rx_buf[rx_buf_sel] <= {rx_buf[rx_buf_sel][6:0], mosi};
        end
    end
    logic [1:0] rx_demet;
    logic [1:0] ssn_demet;
    always @(posedge clk) begin
        if (rst) begin
            rx_demet <= '0;
            ssn_demet <= '0;
            tx_pend <= '0;
            tx_pend_dat <= '0;
            tx_overrun <= '0;
        end else begin
            rx_demet <= {rx_demet[0], rx_buf_sel};
            ssn_demet <= {ssn_demet[0], ssn};
            if (ssn) begin
                tx_pend <= '0;
                tx_pend_dat <= '0;
            end if (tx_vld) begin
                tx_pend <= '1;
                tx_pend_dat <= tx_dat;
            end else if (tx_ack)
                tx_pend <= '0;
            if (tx_vld & tx_pend)
                tx_overrun <= '1;
            start <= ssn_demet[1] & ~ssn_demet[0];
            busy <= ~ssn;
        end
    end
    assign rx_vld = ~ssn & ( (rx_demet[1] & ~rx_demet[0]) | (~rx_demet[1] & rx_demet[0]) );
    assign rx_dat = rx_buf[~rx_buf_sel];
    assign tx_byte_done = tx_pend & tx_ack;
endmodule
`default_nettype none
module spi_slave (
        input wire         clk,
        input wire         rst,
        input wire         sck,
        input wire         ssn,
        input wire         mosi,
        output logic        miso,
        output logic o_vld,
        output logic o_we,
        output logic [23:0] o_adr,
        output logic [31:0] o_dat,
        input wire i_vld,
        output logic i_rdy,
        input wire [31:0] i_dat,
        output logic reset_out,
        input wire [7:0] spi_id,
        input wire [7:0] spi_status,
        output logic spi_busy,
        output logic spi_start,
        output logic tx_overrun
        );
    parameter
        SPI_READ_STATUS         = 8'h05,
        SPI_READ                = 8'h0B,
        SPI_WRITE               = 8'h02,
        SPI_ARM_RESET           = 8'h66,
        SPI_FIRE_RESET          = 8'h99
    ;
    logic       rx_vld, rx_vld_1d, tx_vld, tx_rdy;
    logic [7:0] rx_byte, tx_byte;
    logic tx_byte_done;
    spi_shifter u_spi_shifter (
        .sck         (sck         ),
        .ssn         (ssn         ),
        .mosi        (mosi        ),
        .miso        (miso        ),
        .clk         (clk         ),
        .rst         (rst         ),
        .rx_dat      (rx_byte     ),
        .rx_vld      (rx_vld      ),
        .tx_dat      (tx_byte     ),
        .tx_vld      (tx_vld      ),
        .tx_rdy      (tx_rdy      ),
        .tx_overrun  (tx_overrun  ),
        .tx_byte_done(tx_byte_done),
        .busy        (spi_busy    ),
        .start       (spi_start   )
    );
    enum {
        S_IDLE='d0, 
        S_CMD='d1, 
        S_ADR_0='d2, 
        S_ADR_1='d3, 
        S_ADR_2='d4, 
        S_GET_RDDATA='d5, 
        S_DAT_0='d6, 
        S_DAT_1='d7, 
        S_DAT_2='d8, 
        S_DAT_3='d9, 
        S_INCR_ADR = 'd10,
        S_STATUS='d14, 
        S_XXX='d15
    } sm;
    logic [7:0] command;
    logic [2:0] rx_cnt;
    logic reset_armed;
    always @(posedge clk) begin
        if (rst) begin
            sm <= S_IDLE;
            o_we <= '0;
            o_adr <= '0;
            reset_armed <= '0;
            reset_out <= '0;
        end else begin
            o_vld <= '0;
            tx_vld <= '0;
            case (sm)
                S_IDLE: if (spi_start) begin
                        sm <= S_CMD;
                        tx_vld <= '1;
                        tx_byte <= spi_id;
                    end
                S_CMD: begin
                    if (rx_vld) begin
                        command <= rx_byte;
                        case (rx_byte)
                            SPI_READ, SPI_WRITE: begin 
                                sm <= S_ADR_0;
                                reset_armed <= '0;
                            end
                            SPI_READ_STATUS: begin
                                sm <= S_STATUS;
                                tx_vld <= tx_rdy;
                                tx_byte <= spi_status;
                                reset_armed <= '0;
                            end
                            SPI_ARM_RESET: begin
                                reset_armed <= '1;
                            end
                            SPI_FIRE_RESET: begin
                                reset_out <= reset_armed;
                            end
                            default: sm <= S_IDLE;
                        endcase
                    end
                end
                S_ADR_0: if (rx_vld) begin
                        sm <= S_ADR_1;
                        o_adr[23:16] <= rx_byte;
                    end
                S_ADR_1: if (rx_vld) begin
                        sm <= S_ADR_2;
                        o_adr[15:8] <= rx_byte;
                    end
                S_ADR_2: if (rx_vld) begin
                        case (command)
                            SPI_READ: begin
                                sm <= S_GET_RDDATA;
                                o_vld <= '1;
                                o_we <= '0;
                            end
                            SPI_WRITE: begin
                                sm <= S_DAT_0;
                                o_we <= '1;
                            end
                        endcase
                        o_adr[7:0] <= rx_byte;
                    end
                S_GET_RDDATA: if (i_vld) begin
                        sm <= S_DAT_0;
                        tx_vld <= '1;
                        tx_byte <= i_dat[31:24];
                    end
                S_DAT_0: if (rx_vld) begin
                        sm <= S_DAT_1;
                        if (command == SPI_WRITE)
                            o_dat[31:24] <= rx_byte;
                        else begin
                            tx_byte <= i_dat[23:16];
                            tx_vld <= '1;
                        end
                    end
                S_DAT_1: if (rx_vld) begin
                        sm <= S_DAT_2;
                        if (command == SPI_WRITE)
                            o_dat[23:16] <= rx_byte;
                        else begin
                            tx_byte <= i_dat[15:8];
                            tx_vld <= '1;
                        end
                    end
                S_DAT_2: if (rx_vld) begin
                        sm <= S_DAT_3;
                        if (command == SPI_WRITE) 
                            o_dat[15:8] <= rx_byte;
                        else begin 
                            tx_byte <= i_dat[7:0];
                            tx_vld <= '1;
                        end
                    end
                S_DAT_3: if (rx_vld) begin
                        sm <= S_INCR_ADR;
                        if (command == SPI_WRITE) begin
                            o_dat[7:0] <= rx_byte;
                            o_vld <= '1;
                        end
                    end
                S_INCR_ADR: begin
                    o_adr <= o_adr + 'd1;
                    if (command == SPI_WRITE)
                        sm <= S_DAT_0;
                    else begin
                        o_vld <= '1;
                        sm <= S_GET_RDDATA;
                    end
                end
                S_STATUS: begin
                    if (rx_vld) 
                        tx_vld <= '1;
                    tx_byte <= spi_status;
                end
                S_XXX: begin  
                    sm <= S_XXX;
                end
            endcase
        end
        if (ssn) begin
            sm <= S_IDLE;
            o_we <= '0;
            o_adr <= '0;
            o_vld <= '0;
            tx_vld <= '0;
        end
    end
    logic [2:0] tx_cnt;
    logic tx_ack;
    always @(posedge clk)
        if (rst) i_rdy <= '1;
        else if (i_vld & i_rdy)  
            i_rdy <= '0;
        else if (tx_ack)  
            i_rdy <= '1;
endmodule
`default_nettype none
module wb_spi_slave (
        input wire         clk,
        input wire         rst,
        input wire         sck,
        input wire         ssn,
        input wire         mosi,
        output logic        miso,
        output logic        o_wb_cyc,
        output logic        o_wb_stb,
        output logic [25:0] o_wb_adr,
        output logic [31:0]  o_wb_dat,
        output logic        o_wb_we,
        input wire         i_wb_ack,
        input wire [31:0]   i_wb_dat,
        output logic reset_out,
        input wire [7:0] spi_id,
        input wire [7:0] spi_status,
        output logic spi_start,
        output logic spi_busy,
        output logic tx_overrun
        );
    logic rx_vld, rx_vld_1d;
    logic [31:0] wb_rd_data;
    logic [23:0] rx_adr;
    logic wb_rd_data_vld, wb_rd_data_rdy;
    spi_slave u_spi_slave(
            .o_vld(rx_vld), .o_we(o_wb_we), .o_adr(rx_adr), .o_dat(o_wb_dat),
            .i_vld(wb_rd_data_vld), .i_rdy(wb_rd_data_rdy), .i_dat(wb_rd_data),
            .*);
    enum {WB_IDLE='d0, WB_REQ='d1, WB_WAIT='d2, WB_XXX='d3} wb_curr, wb_next;
    always @* begin
        wb_next = WB_XXX;
        o_wb_cyc = '0;
        o_wb_stb = '0;
        case (wb_curr)
            WB_IDLE: begin
                if ( rx_vld_1d) begin  
                    wb_next = WB_REQ;
                    o_wb_cyc = '1;
                    o_wb_stb = '1;
                end else 
                    wb_next = WB_IDLE;
            end
            WB_REQ: begin
                o_wb_cyc = '1;
                o_wb_stb = '1;
                if (i_wb_ack) begin
                    wb_next = WB_IDLE;
                end
                else begin
                    wb_next = WB_WAIT;
                end
            end
            WB_WAIT: begin
                if (i_wb_ack) begin
                    wb_next = WB_IDLE;
                end
                else begin
                    o_wb_cyc = '1;
                    wb_next = WB_WAIT;
                end
            end
        endcase
        if (rst) begin
            wb_next = WB_IDLE;
        end
    end
    always @(posedge clk) begin
        if (rst) wb_curr <= WB_IDLE;
        else  	 wb_curr <= wb_next;
    end
    always @(posedge clk) begin
        if (rst) begin
            o_wb_adr <= '0;
            wb_rd_data <= '0;
            wb_rd_data_vld <= '0;
            rx_vld_1d <= '0;
        end else begin
            rx_vld_1d <= rx_vld;
            if (rx_vld)
                o_wb_adr <= {rx_adr, 2'b00};
            if (i_wb_ack & ~o_wb_we & o_wb_cyc) begin
                wb_rd_data <= i_wb_dat; 
            end 
            wb_rd_data_vld <= i_wb_ack & ~o_wb_we & o_wb_cyc;
        end
    end
endmodule
File: run.sh
#!/bin/bash
# OpenROAD 26Q1-2900-gdf79404cd8, Yosys 0.63+post, stock flow scripts
make -C /OpenROAD-flow-scripts/flow DESIGN_CONFIG=/design/flow/config.mk WORK_HOME=/design/flow/orfs finish
==> run summary <==
flow finished, numbers: Clock Sinks 207, top cells by area dfxtp_1 27%, edfxtp_1 17%, dfrtn_1 6.1%, worst-path fanout max 2, Final Max Slew Viols 0, largest net degree at the start of global routing 62, WL met1 roughly 9.3 mm, WL final a little under 20 mm, FP Rows 47, logic area 3533 um^2, Startpoint Class flop, YS chip area 8616 um^2, Largest stage delay, worst path ~0.42 ns, CP max stage cell dfrtn_1, clk slew on worst S/H paths 0.04 ns, via/cell ratio about 5.6, metal3 WL roughly 1.3 mm, EDFF count, synth 50, DRT Pass-1 Iters 4, cell type with the largest total area dfxtp_1, CTS tree built, kind of critical path flop to primary output, Synth Instances 853, Hold-fix buffers, CTS 0, DIE WIDTH 133.3 um, Net Sw Power 997.9 uW, final setup fails 0, Mapped Area 8616 um^2, ys flops 207, Logic pwr share 5.1%, register area 4850 um^2, outcome finished clean, worst path required time about 3.3 ns, Yosys cell types 73, share of cells above drive strength 1 10.05%, final hold violation count 0, most numerous logic cell after layout nand2_1, antenna cell count 0, fraction of registers with async set/reset 19.81%, Setup Skew between 0.01 and 0.015 ns, DRC marker count from the first detailed-route iteration 503, DR vias 6691, yosys warns 5, HP Class flop to flop, unrepaired setup endpoints after global routing false, Total Routing Usage GR 24.00%, tool warnings 27, vias in the first global route about 6200, Final Core Density 64.04%, Flop pwr share 50.3%, first-pass GRT wire length 32.42 mm, Top FF cell, synth dfxtp_1, worst hold slack 0.3189 ns, GRT overflow 0, Setup TNS 0 ns, Worst-Margin Slew 0.8242 ns, full die area between 15000 and 20000 um^2, Int Pwr 3.285 mW, Critical Path End Type primary output, Seq share, synth 56.29%, Net Sw Frac a little under a quarter, # DRC 0, critical path arrival 3.24 ns, initial antenna violation count 0, Final ANT Viol Nets 0, most frequent logic cells in the routed design 128 x nand2_1, 116 x dfxtp_1, 114 x clkdlybuf4s50_1, post-synthesis area per instance slightly above 10 um^2, Layout area overhead 24.14%, Core Area 16700 um^2, Slew Limit Headroom approximately 45%, chip height 133.3 um, Max VDD drop 0.2975 mV, leakage power roughly 3.8 nW, I/O pins 120, worst-path cell chain mux2_4, clkdlybuf4s15_1, # fillers 1332, dpl hpwl 13.29 mm, DR top layer met4, Starting Density between 50 and 60%, Power Density around 400 nW/um^2, Max Cap Viol 0, met2 WL post-DR 8.757 mm, postcts setup bufs 0, PortBufs 116, gpl congestion slightly above 0.9, Clock power frac 44.7%, yosys cell count roughly 850, Area leader share a little over a quarter, DR WL/cell around 17 um
synthesized netlist by cell type (all sizes together) (2+ instances only):
cell / n
a31o: 2
a221oi: 8
or2: 3
and3: 11
nand3b: 2
o221a: 2
inv: 11
o22a: 2
nand3: 8
xor2: 6
a21oi: 81
a32oi: 2
dfxtp: 116
a22o: 9
a211oi: 7
a311oi: 4
dfrtn: 21
nor3b: 6
and2: 8
o31a: 2
clkinv: 2
o21ai: 42
nand2: 129
nor2: 87
dfrtp: 20
o31ai: 3
o22ai: 9
nand4: 7
edfxtp: 50
ha: 5
mux2: 19
nand2b: 7
clkbuf: 33
nor2b: 8
a22oi: 8
nor3: 15
o21bai: 2
buf: 14
a31oi: 16
mux2i: 45
nor4: 4
cell type report:
cell class / count / area share (%)
well taps: 220 / 2.574
flip-flops and latches: 207 / 45.34
repair buffers: 128 / 11.89
inverters: 13 / 0.4562
clock inverters: 16 / 1.299
multi-input cells: 587 / 33.04
clock buffers: 24 / 5.405
path summary, 6_finish.rpt:
path                                                              startpoint                                                  to  slack, ns  depth (start not counted)
min in group clk0                                wb_rd_data[10]$_SDFFE_PP0P_                         wb_rd_data[10]$_SDFFE_PP0P_       0.46                          2
setup / recovery            u_spi_slave.u_spi_shifter.tx_buf_sel$_DFFE_NP0P_                                                miso       0.04                          2
max in group clk1             u_spi_slave.u_spi_shifter.tx_pend$_SDFFE_PP0P_  u_spi_slave.u_spi_shifter.tx_buf[0][6]$_DFFE_NP0P_       0.69                          3
hold / removal             u_spi_slave.u_spi_shifter.tx_bit_cnt[0]$_DFF_NP0_   u_spi_slave.u_spi_shifter.tx_bit_cnt[0]$_DFF_NP0_       0.32                          1
hold reg to reg            u_spi_slave.u_spi_shifter.tx_bit_cnt[0]$_DFF_NP0_   u_spi_slave.u_spi_shifter.tx_bit_cnt[0]$_DFF_NP0_       0.32                          1
setup reg to reg              u_spi_slave.u_spi_shifter.tx_pend$_SDFFE_PP0P_  u_spi_slave.u_spi_shifter.tx_buf[0][6]$_DFFE_NP0P_       0.69                          3
min in group asynchronous                                                ssn   u_spi_slave.u_spi_shifter.rx_bit_cnt[0]$_DFF_PP0_       1.12                          3
max in group asynchronous                                                ssn   u_spi_slave.u_spi_shifter.tx_bit_cnt[2]$_DFF_NP0_       0.82                          3
logic make-up after synthesis:
kind of cell,after synthesis,share of synthesized area [%]
buffers and inverters,60,2.846
AND-OR/OR-AND,208,15.03
other,1,0.04352
multiplexers,64,7.857
AND/OR/NAND/NOR,301,16.19
flip-flops,207,56.29
adder cells (fa/ha/maj),5,0.7261
XOR/XNOR,7,1.017
worst max-delay path: cells and delay by family (launching register included):
family | cells | cell delay [ns]
flops | 1 | 0.42
mux | 1 | 0.30
buf+inv | 1 | 0.17
sequential cells by signal, indices dropped and copies added, names as in the netlist, 2 cells and up:
register / cells
u_spi_slave.command: 8
u_spi_slave.u_spi_shifter.tx_bit_cnt: 3
u_spi_slave.u_spi_shifter.rx_bit_cnt: 3
u_spi_slave.u_spi_shifter.ssn_demet: 2
o_wb_adr: 24
wb_rd_data: 32
u_spi_slave.u_spi_shifter.tx_pend_dat: 8
u_spi_slave.tx_byte: 8
u_spi_slave.sm: 12
u_spi_slave.o_adr: 24
u_spi_slave.u_spi_shifter.rx_buf: 16
u_spi_slave.u_spi_shifter.tx_buf: 16
u_spi_slave.u_spi_shifter.rx_demet: 2
wb_curr: 3
u_spi_slave.o_dat: 32
metal layers:
layer | GRT usage (%) | vias to the layer above
li1 | - | 3281
met1 | 39.23 | 3169
met2 | 34.35 | 208
met3 | 6.566 | 33
met4 | 4.104 | 0
met5 | 0 | -
power by group through the flow:
stage / sequential [mW] / combinational [mW] / clock (mW)
after CTS: 2.15 / 0.219 / 1.95
final: 2.15 / 0.217 / 1.91
after global routing: 2.16 / 0.238 / 2.05
through the flow:
step | instances | worst slack [ns] | power [mW] | cell area (um^2)
final | 1195 | 0.04150 | 4.283 | 10700
after global routing | 1195 | 0.01583 | 4.444 | 10700
after CTS | 1195 | 0.03240 | 4.320 | 10700
after detailed placement | 1155 | 0.09955 | 2.413 | 9975
after global placement | 1155 | 0.1115 | 2.408 | 9975
after floorplan | 854 | 0.4882 | 2.308 | 8620
timing repair:
item                       4_1_cts  5_1_grt
gates resized                    3        0
setup endpoints to repair        1        0
hold endpoints to repair         0        0
Power is estimated from default activity; no workload was simulated.
